File: flow/run.sh
#!/bin/bash
# OpenROAD 26Q1-2900-gdf79404cd8, Yosys 0.63+post, stock flow scripts
make -C /OpenROAD-flow-scripts/flow DESIGN_CONFIG=/design/flow/config.mk WORK_HOME=/design/flow/orfs finish
File: flow/config.mk
export PLATFORM = sky130hd
export DESIGN_NAME = Register_file
export DESIGN_NICKNAME = Register_file
export VERILOG_FILES = /design/flow/design.v
export SDC_FILE = /design/flow/constraint.sdc
export NUM_CORES = 4
export LEC_CHECK = 1
export CORE_UTILIZATION = 40
File: flow/constraint.sdc
current_design Register_file

set clk_period 9.5
set clk_io_pct 0.2

create_clock -name clk0 -period $clk_period [get_ports {clk}]

set non_clock_inputs [all_inputs -no_clocks]
set_input_delay [expr $clk_period * $clk_io_pct] -clock clk0 $non_clock_inputs
set_output_delay [expr $clk_period * $clk_io_pct] -clock clk0 [all_outputs]
File: flow/design.v
`timescale 1ns / 1ps
module Register_file(
    input clk,reset,regWrite,
    input [4:0] readReg1,readReg2,
    input [4:0] writeReg,
    input [31:0] writeData,
    output [31:0] readData1,readData2
    );
reg [31:0] registers [31:0];
integer i;
assign readData1 = registers[readReg1];
assign readData2 = registers[readReg2];
always @ (posedge clk or posedge reset) 
begin
if (reset) 
begin
for (i=0; i < 32; i=i+1) 
begin
registers[i] <= 32'b0;
end
end 
else if(regWrite) 
begin
if(writeReg != 5'b0)
registers[writeReg] <= writeData;
end
end
endmodule
==> results.py <==
# Metrics from the implementation run
metrics = {
    "route": {
        "vias": 44900,
        "drt-total-wl_um": 281000,
        "drt_pass1_iterations": 9,
        "via_per_inst": 7.28,
        "wl_per_cell_um": 45.6,
        "drc": 0,
        "antenna_left": 0,
        "first_iter_violations": 5562,
    },
    "floorplanning": {
        "io_pins": 114,
        "core_area_mm2": 0.126,
        "fp_util_pct": 40.6,
        "die_y_um": 360,
        "fp-row-count": 130,
        "chip_area_mm2": 0.129,
        "die_x_um": 360,
    },
    "power_and_ir_drop": {
        "cellLeakagePower_uw": 0.0257,
        "p_sw_share_pct": 29.3,
        "comb_power_share_pct": 14.4,
        "p_sw_uw": 3650,
        "power_frac_clock_pct": 37.1,
        "pwr_density_cell_mw_per_mm2": 212,
        "total_power_uw": 12500,
        "ir_drop_uv": 152,
        "p_int_uw": 8830,
        "p_seq_share_pct": 48.5,
    },
    "finish": {
        "largest_reg_flops": 1024,
        "top_register": "registers",
        "reg_top3": "registers x1024",
        "syn2layout_area_growth_pct": 15.1,
        "fill_cells": 11300,
        "drive_above_1_share_pct": 34.1,
        "fin_util_pct": 46.7,
        "seq_area_mm2": 0.0256,
        "mi_logic_area_mm2": 0.0242,
    },
    "global_route": {
        "track_usage_pct": 44.9,
        "grt_pass1_wl_um": 381000,
        "antenna_found_initial": 14,
        "grt_max_degree": 110,
        "grt_pass1_vias": 44200,
        "grt_remaining_overflow": 0,
    },
    "setup_path": {
        "ff2ff_path_depth": 1,
        "cp.required_ns": 7.60,
        "start_kind": "input port",
        "worstSetupPathType": "in2out",
        "cp_max_fo": 30,
        "endpoint_kind": "primary output",
        "cp.arrival_ns": 6.16,
    },
    "synthesis": {
        "synth_async_sr_flop_share_pct": 100,
        "fa_ha_area_share_pct": 0,
        "synth.lib_cells_used.distinct": 65,
        "synthFlopType": "dfrtp_1",
        "top_logic_kind": "multiplexers",
        "ys_sh_mux_pct": 23.3,
        "synth_area_mm2": 0.0512,
        "ys_cells": 4384,
        "synth_flops": 1024,
        "syn_avg_cell_area_um2": 11.7,
        "yosysMostFrequentCell": "dfrtp_1",
        "simple_gate_area_share_pct": 7.49,
        "ys_seq_share_pct": 50.0,
        "top_area_share_pct": 50.0,
        "edf_count": 0,
        "top_area_cell": "dfrtp_1",
        "top_cells_by_count": "1024 x dfrtp_1, 992 x mux2_2, 756 x a22oi_1",
        "postSynthCellCount": 4384,
        "synth-compound-area-share_pct": 15.4,
        "ys_sh_xor_pct": 0,
        "synth.area.top_cells": "dfrtp_1 50%, mux2_2 22%, a22oi_1 11%",
        "ys_area_mm2": 0.0512,
        "yosys_warnings": 2,
    },
    "outcome": {
        "status": "finished, final reports clean",
    },
    "cts": {
        "clk_pin_slew_ns": 0.06,
        "cts_buffers": 113,
        "post_cts_buffers": 0,
        "cts_hold_buf": 0,
        "clock_latency_ns": 0.71,
        "ctsResizeCount": 0,
        "clock_sinks": 1024,
        "cts_tree": "done",
        "cts_root_buffer": "clkbuf_16",
        "clk_path_buf_depth": 3,
        "h-tree-depth": 3,
    },
    "final_timing": {
        "fmax_ghz": 0.124,
        "rsz0062_at_grt": "no",
        "relSlewSlack_pct": 20.0,
        "setup_viol": 0,
        "fin_setup_tns_ns": 0,
        "finalCritPeriodShare_pct": 84.9,
        "hold_viol": 0,
        "clock_skew_ns": 0,
        "setup_ws_ns": 1.44,
        "period_minus_slack_ns": 8.06,
        "finalMaxSlewViolations": 0,
        "hold_ws_ns": 0.402,
        "worst_pin_slew_ns": 1.20,
    },
    "hold_path": {
        "hp-class": "reg2reg",
        "min_path_cells": 0,
    },
    "job": {
        "maxCapViolations": 0,
        "tool_warnings": 33,
    },
    "placement": {
        "io_buffer_count": 113,
        "dp_slack_ns": 1.81,
        "post-dp-hpwl_um": 175000,
        "place.gp.congestion": 1.10,
    },
}
metrics by stage:
stage | instances | instance area [um^2]
after floorplan | 4384 | 51200
after global placement | 5948 | 55000
after detailed placement | 5948 | 55000
after CTS | 6152 | 58900
after global routing | 6152 | 58900
final | 6172 | 58900
kinds of logic after synthesis:
logic type      count (synthesis)
flops                        1024
mux                          1065
buf+inv                       453
compound gates               1060
simple gates                  782
power by group through the flow:
stage         Combinational [uW]  Clock, uW  Sequential (uW)
CTS                         1770       4650             6000
global route                1910       4800             6120
finish                      1800       4620             6050
final timing paths:
kind                                endpoint              start  slack [ns]
hold / removal               registers[0][5]    registers[0][5]        0.40
setup reg to reg           registers[31][13]  registers[31][13]        8.52
setup / recovery               readData1[16]        readReg1[1]        1.44
min in group asynchronous    registers[3][3]              reset        1.54
hold reg to reg              registers[0][5]    registers[0][5]        0.40
max in group asynchronous   registers[9][22]              reset        5.57
placed cells by master, fill, tap and decap left out, types with 15 or more instances in the layout:
master / instances
mux2_1: 17
a21oi_1: 86
a221oi_1: 20
nor3_1: 78
a22oi_1: 756
mux2i_1: 56
nand2_1: 236
nand3_1: 54
nor2_1: 108
nand4_1: 92
nor2_4: 69
mux2_2: 992
buf_12: 15
clkdlybuf4s50_1: 103
o21ai_0: 31
a32oi_1: 19
clkbuf_16: 117
dfrtp_1: 1024
buf_4: 232
clkbuf_1: 21
diode_2: 20
nor4_1: 30
clkinv_2: 17
clkbuf_8: 26
a222oi_1: 24
a22o_1: 34
routing by layer:
layer,routed length (um),vias up,track usage (%)
met5,160,-,0.222
met4,24200,20,28.5
met3,45200,1352,27.1
met2,112000,3905,58.7
met1,100000,22800,56.4
li1,-,16800,-
critical path, cell delays in order:
cell and delay [ns]:
buf_2 0.35, buf_4 0.48, nand3b_1 0.63, nor2_4 0.77, buf_4 0.68, a22oi_1 0.20
nand4_1 0.13, nor3_1 0.06, a21oi_1 0.35, clkdlybuf4s50_1 0.55
cell type report:
class / instances / share of cell area (%)
Antenna cell: 20 / 0.0849
Clock buffer: 164 / 5.71
Clock inverter: 40 / 0.832
Inverter: 8 / 0.0573
Multi-Input combinational cell: 2907 / 41.1
Sequential cell: 1024 / 43.5
Tap cell: 1650 / 3.50
Timing Repair Buffer: 359 / 5.29
No activity file was given, so power comes from the tool's default toggle rates.
