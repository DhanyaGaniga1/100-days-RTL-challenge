## run.sh

```bash
#!/bin/bash
# OpenROAD 26Q1-2900-gdf79404cd8, Yosys 0.63+post, stock flow scripts
make -C /OpenROAD-flow-scripts/flow DESIGN_CONFIG=/design/flow/config.mk WORK_HOME=/design/flow/orfs finish
```

## config.mk

```make
export PLATFORM = sky130hd
export DESIGN_NAME = SRAM
export DESIGN_NICKNAME = SRAM
export VERILOG_FILES = /design/flow/design.v
export SDC_FILE = /design/flow/constraint.sdc
export NUM_CORES = 4
export LEC_CHECK = 1
export CORE_UTILIZATION = 30
```

## constraint.sdc

```tcl
current_design SRAM

set clk_period 3.0
set clk_io_pct 0.2

create_clock -name clk0 -period $clk_period [get_ports {clk}]

set non_clock_inputs [all_inputs -no_clocks]
set_input_delay [expr $clk_period * $clk_io_pct] -clock clk0 $non_clock_inputs
set_output_delay [expr $clk_period * $clk_io_pct] -clock clk0 [all_outputs]
```

## design.v

```verilog
`timescale 1ns / 1ps
module SRAM (
    input clk,we,
    input [3:0] addr,
    input [15:0] wdata,
    output reg [15:0] rdata
    );
    reg [15:0] sram [0:15];
    integer i;
    initial begin
    for(i=0; i<16; i=i+1) begin
    sram[i]=0;
    end
    rdata=0;
    end
    always @ (posedge clk) begin
        if(we) begin
            sram[addr] <= wdata;
        end
        else begin
            rdata <= sram[addr];
        end
    end
endmodule
```

==> impl_metrics.env <==
# flow metrics
export IMPL_rsz0062_at_grt="false"
export IMPL_warning_count=25
export IMPL_vias_per_cell=4.778
export IMPL_clk_latency_ns=0.53
export IMPL_vias=4711
export IMPL_ioPinCount=38
export IMPL_chipArea_um2=34920
export IMPL_power_leakage_nw=3.888
export IMPL_dp_slack_ns=0.2445
export IMPL_drtIter0Drc=223
export IMPL_syn_inst=435
export IMPL_netlist_area_um2=10250
export IMPL_die_x_um=186.9
export IMPL_yosysCellCount=435
export IMPL_cp_start_kind="input pin"
export IMPL_finalSetupTns_ns=0
export IMPL_cts_buffer_depth=3
export IMPL_fmax_ghz=0.4501
export IMPL_grt_ovfl_total=0
export IMPL_instances_no_fill=986
export IMPL_dpl_cell_count=934
export IMPL_top_cell_area_share_pct=79.67
export IMPL_cp_required_ns=3.22
export IMPL_p_switching_mw=1.586
export IMPL_status="finished, final reports clean"
export IMPL_rows=67
export IMPL_holdBufCountCts=0
export IMPL_hp_class="flop to flop"
export IMPL_synthToLayoutAreaGrowth_pct=19.27
export IMPL_seqPwrFrac_pct=54.5
export IMPL_numPortBuffers=37
export IMPL_post_cts_buffers=0
export IMPL_cp_end_kind="flop"
export IMPL_synth_dominant_cell_count="edfxtp_1"
export IMPL_yosysWarnings=1
export IMPL_grt_pass1_wl_um=31830
export IMPL_fin_crit_sh_pct=74.05
export IMPL_period_minus_slack_ns=2.221
export IMPL_diodes=0
export IMPL_finalClockSkew_ns=0.01302
export IMPL_die_h_um=186.9
export IMPL_place_congestion=0.7698
export IMPL_p_int_mw=6.307
export IMPL_async_flop_share_pct=0
export IMPL_edf_count=272
export IMPL_hold_ws_ns=0.7512
export IMPL_tightest_slew_ns=0.9174
export IMPL_antenna_found_initial=0
export IMPL_drc_errors=0
export IMPL_final_util_pct=36.38
export IMPL_share_clk_of_total_power_pct=40.4
export IMPL_drv_cap=0
export IMPL_clk_pin_slew_ns=0.06
export IMPL_drt_total_wl_um=20790
export IMPL_synth_area_per_cell_um2=23.57
export IMPL_power_density_nw_per_um2=645.5
export IMPL_ys_top_cells_by_count="272 x edfxtp_1, 51 x mux4_2, 32 x a22oi_1"
export IMPL_crit_arrival_ns=2.44
export IMPL_setup_ws_ns=0.7785
export IMPL_coreArea_um2=33620
export IMPL_cts_root_buf="clkbuf_16"
export IMPL_cts_resized=0
export IMPL_grt_max_degree=31
export IMPL_crit_path_max_fanout=9
export IMPL_htree_levels=1
export IMPL_pwr_share_comb_pct=5.1
export IMPL_dr_pass1_iters=4
export IMPL_top_area_cell="edfxtp_1"
export IMPL_clkSinkCount=272
export IMPL_grt_pass1_vias=5403
export IMPL_seq_area_frac_synth_pct=79.67
export IMPL_cts_tree="built"
export IMPL_slew_headroom_pct=38.77
export IMPL_wl_per_cell_um=21.09
export IMPL_yosys_register_bits=272
export IMPL_synth_chip_area_um2=10250
export IMPL_topCellsByArea="edfxtp_1 80%, mux4_2 11%, mux4_1 3.3%"
export IMPL_criticalPathCategory="input pin to flop"
export IMPL_hold_viol=0
export IMPL_drive_gt1_share_pct=27.32
export IMPL_vdd_ir_drop_max_uv=565.3
export IMPL_tritoncts_num_buffers=28
export IMPL_synth_cell_types=19
export IMPL_slew_violations=0
export IMPL_ant_nets=0
export IMPL_grtUsageTotal_pct=13.09
export IMPL_hpwl_um=12450
export IMPL_ff_type="edfxtp_1"
export IMPL_setup_viol=0
export IMPL_fp_util_pct=30.50
export IMPL_switching_share_pct=20.09
==> power by group through the flow <==
stage | Clock, mW | Combinational (mW) | Sequential, mW
6_report | 3.19 | 0.401 | 4.30
5_1_grt | 3.40 | 0.439 | 4.31
4_1_cts | 3.26 | 0.409 | 4.31
==> final timing paths <==
path | to | slack [ns] | cells past startpoint | start
setup / recovery | sram[1][2] | 0.78 | 4 | addr[2]
hold / removal | rdata[2] | 0.75 | 3 | sram[4][2]
setup reg to reg | rdata[14] | 1.47 | 3 | sram[11][14]
hold reg to reg | rdata[2] | 0.75 | 3 | sram[4][2]
==> per-layer routing <==
layer  part of all wire, %  routed length (um)  vias up  global-route usage [%]
met2                    47                9807      325                   19.73
met1                    36                7477     2325                   15.49
met5                     0                   0        -                  0.4121
met3                    15                3153       29                   10.06
li1                      -                   -     2032                       -
met4                   1.7                 355        0                   1.860
==> worst max-delay path: stages <==
cell	delay (ns)
clkdlybuf4s50_1	0.52
or3_1	0.46
nor2_2	0.53
buf_4	0.32
==> kinds of logic after synthesis <==
kind of cell / count (synthesis) / synth area share (%)
flops: 272 / 79.67
simple gates: 43 / 1.855
compound gates: 32 / 2.343
buf+inv: 24 / 1.599
mux: 64 / 14.54
==> state kept, by name, summed over array words and instances, names as in the netlist <==
name	cells
sram	256
rdata	16
==> stage by stage <==
stage               instance area, um2  power (mW)
floorplan                        10250       4.589
global placement                 11370       4.784
detailed placement               11370       4.795
CTS                              12230       7.976
global route                     12230       8.150
finish                           12230       7.893
==> area by class of cell <==
cell class	count	area [um2]
fill	2960	21390
sequential	272	8168
multi-input combinational	139	1971
clock buffer	31	733.2
inverter	1	3.754
clock inverter	21	126.4
tap	448	560.5
timing repair buffer	74	665.6
==> placed cells by master (no fill, tap or decap), types with 2 or more instances in the layout <==
master | synthesis | layout
mux4_1 | 13 | 13
nor3_2 | 0 | 4
edfxtp_1 | 272 | 272
buf_4 | 2 | 36
clkinv_1 | 0 | 9
clkdlybuf4s50_1 | 0 | 35
nand3b_1 | 2 | 2
nand2b_1 | 2 | 2
clkbuf_1 | 14 | 2
a22oi_1 | 32 | 32
mux4_2 | 51 | 51
clkinv_2 | 0 | 9
buf_12 | 3 | 2
nor2_2 | 0 | 12
clkbuf_16 | 0 | 29
nor2b_1 | 2 | 2
nand2_1 | 17 | 17
Power and IR drop assume default switching activity.
