## flow/run.sh

```bash
#!/bin/bash
# OpenROAD 26Q1-2900-gdf79404cd8, Yosys 0.63+post, stock flow scripts
make -C /OpenROAD-flow-scripts/flow DESIGN_CONFIG=/design/flow/config.mk WORK_HOME=/design/flow/orfs finish
```

## flow/config.mk

```make
export PLATFORM = sky130hd
export DESIGN_NAME = DRAM
export DESIGN_NICKNAME = DRAM
export VERILOG_FILES = /design/flow/design.v
export SDC_FILE = /design/flow/constraint.sdc
export NUM_CORES = 4
export LEC_CHECK = 1
export CORE_UTILIZATION = 30
```

## flow/constraint.sdc

```tcl
current_design DRAM

set clk_period 6.3
set clk_io_pct 0.2

create_clock -name clk0 -period $clk_period [get_ports {clk}]

set non_clock_inputs [all_inputs -no_clocks]
set_input_delay [expr $clk_period * $clk_io_pct] -clock clk0 $non_clock_inputs
set_output_delay [expr $clk_period * $clk_io_pct] -clock clk0 [all_outputs]
```

## flow/design.v

```verilog
`timescale 1ns / 1ps
module DRAM(
    input wire clk,
    input wire we_a,
    input wire we_b,
    input wire enable_a,
    input wire enable_b,
    input wire refresh_en,
    input wire [3:0] addr_a,
    input wire [3:0] addr_b,
    input wire [15:0] data_in_a,
    input wire [15:0] data_in_b,
    output reg [15:0] data_out_a,
    output reg [15:0] data_out_b
);
    reg [15:0] dram [0:15];
    integer i;
    initial begin
        for (i = 0; i < 16; i = i + 1) begin
            dram[i] = 16'b0;
        end
        data_out_a = 16'b0;
        data_out_b = 16'b0;
    end
    always @(posedge clk) begin
        if (we_a) begin
            dram[addr_a] <= data_in_a;
        end
        if (enable_a) begin
            data_out_a <= dram[addr_a];
        end
    end
    always @(posedge clk) begin
        if (we_b) begin
            dram[addr_b] <= data_in_b;
        end
        if (enable_b) begin
            data_out_b <= dram[addr_b];
        end
    end
    always @(posedge clk) begin
        if (refresh_en) begin
            for (i = 0; i < 16; i = i + 1) begin
                dram[i] <= dram[i];
            end
        end
    end
endmodule
```

==> run notes <==
Implementation summary

The wire length of the first global-routing pass is 67700 µm. In this run the cell area measured after placement is about 18000 µm². The chip height is between 200 and 250 µm.

Summed over all nets, the half-perimeter wirelength after detailed placement is just under 30000 µm. The clock transition at the registers of the reported paths is approximately 0.060 ns. The flow reported a cell area power density of approximately 250 nW/µm². In the layout the commonest cells are edfxtp_1, mux2_2, mux4_2.

The minimum clock period is 3.57 ns. The leakage dissipation is slightly below 6 nW. TritonCTS built the clock tree. The run finished with clean final reports.

The critical-path cell with the highest stage delay is mux4_2. The synthesized area per cell is about 17 µm². After clock tree synthesis, the setup repair step added 0 buffers. For met2 alone, demand over resource in global routing was a little under a third. IR analysis of the VDD net gives a maximum drop of approximately 0.13 mV. Among logic cells in the layout, the one with the most instances is edfxtp_1. Summed over all routing layers, the global router reports a total usage of roughly a fifth. The final count of hold timing violations is 0.

The pin count of the biggest net entering global routing is around 45. Setup repair after global routing left no endpoint under its margin. The slew at the pin with the worst max-slew slack is 0.945 ns. For the worst setup path, the data required time is ~6.6 ns. Counting the warning lines in the Yosys log gives 1.

The number of remaining DRC errors is 0. Of the available clock period, the critical path in the final layout requires approximately 57%. For the final routed database, the setup TNS stands at 0 ns. The via count normalized by instance count is 5.40. Clock latency on the worst-skew pair, taken at its later pin, is between 0.5 and 0.6 ns. In the final report, the number of pins over their slew limit comes to 0. The type of the worst setup path is in2reg. The residual antenna-violating net count after detailed routing is 0. The number of buffers added by the clock tree synthesis step is 31. On met1, the global router reports a usage of between 20% and 30%. The fraction of final layout cells sized beyond drive strength 1 is slightly above 50%.

The global-route congestion overflow total is 0. Before any placement, the netlist area is recorded as 16000 µm². Per the placement log, port buffering inserted between 70 and 80 buffers.

The busiest layer in global routing is met2. The worst-path maximum fanout is 25. The cell type contributing the most total cell area after synthesis is edfxtp_1.

The cell count after synthesis is slightly above 900. The final report lists the setup-violating endpoint count as 0. In the Yosys report, the sequential cells make up 54.0% of the chip area. The number of global-route vias before repair is between 9000 and 10000.

The cell at the root of the clock tree is clkbuf_16. The clock sink count is ~290. The number of warnings the tools reported is 26. The width of the chip is approximately 230 µm. The post-synthesis cell type count is 30.

The finished cells cover 18500 µm². The area share of the leading cell type in the synthesized netlist is about 54%. The main area contributors are edfxtp_1, mux4_2, mux2_2. The iteration count recorded for the first detailed-route pass is 4. In the synthesis report, Yosys lists the chip area as approximately 16000 µm². The headroom to the max-slew limit is between 30% and 40%. The number of I/O pins is 78.

The effective utilization at floorplan is slightly above 30%. Routability-driven placement finished with a final weighted congestion of around 0.87. Fill cells in the final layout number roughly 4900. For this block, the routed nets add up to about 47000 µm of wire. The region available for standard cell placement spans 52700 µm². For reference, the placement row count at floorplan is between 80 and 90. Per the detail_route report, the via count comes to between 9000 and 10000. The count of hold buffers inserted by post-cts repair is 0. For this run, the top clock speed supported by timing is 280 MHz.

For this design, Yosys synthesis ends with a cell count of 928. The worst endpoint data arrival time is around 3.9 ns. The initial antenna violation count is 2.

The worst setup path is captured at a flip-flop. The report lists the number of cells resized after CTS as 0. The class of the tightest hold or removal check is reg2reg. The synthesized design contains about 290 register bits.

The initial DRC count is between 500 and 600. The largest single stage delay on the critical path is 0.57 ns. The critical path startpoint category is an input pin. The count of max-cap constraint violations is 0. Looking at the clock tree report, the H-tree level count equals 1. Looking at the clock tree report, the maximum root-to-sink buffer count equals 3.

The signal on the critical path passes through buf_4, buf_4, buf_4, mux4_2, a22oi_1, nand2_1. The mean routed wirelength per cell is 28.0 µm. After floorplanning, the die was sized to cover around 54000 µm². In the global route stage, met3 resource usage came out at around 8.8%. The growth of design area from synthesis to finish is 15.3%. The timing report shows the most common cell along the critical path to be buf_4. The worst setup skew after layout is between 0.01 and 0.015 ns. The number of antenna diodes in the final layout is 0.
## logic make-up after synthesis
logic type / after synthesis / synth area share [%]
AND/OR/NAND/NOR: 72 / 2.49
buffers and inverters: 104 / 3.48
flip-flops: 288 / 54.0
multiplexers: 384 / 36.4
AND-OR/OR-AND: 80 / 3.59
## through the flow
stage | hold WS, ns | cells | util [%] | power, mW | worst slack (ns)
floorplan | 0.731 | 928 | - | 2.62 | 2.53
global route | 0.806 | 1689 | 35.1 | 4.70 | 2.46
global placement | 0.744 | 1635 | 33.3 | 2.84 | 2.07
detailed placement | 0.760 | 1635 | 33.3 | 2.85 | 2.06
CTS | 0.779 | 1689 | 35.1 | 4.59 | 2.66
finish | 0.773 | 1689 | 35.1 | 4.56 | 2.73
## report_power, final
| group | switching (mW) | leakage, nW | internal (mW) |
|---|---|---|---|
| registers | 0.0307 | 2.64 | 2.21 |
| logic | 0.282 | 2.83 | 0.282 |
| clock network | 0.743 | 0.460 | 1.01 |
## path summary, 6_finish.rpt
| kind | depth (start not counted) | slack, ns | start | endpoint |
|---|---|---|---|---|
| worst max-delay path | 6 | 2.73 | addr_a[0] | data_out_a[12] |
| worst min-delay path | 3 | 0.77 | dram[14][7] | data_out_a[7] |
| worst max register to register | 3 | 4.60 | dram[3][0] | data_out_b[0] |
| worst min register to register | 3 | 0.77 | dram[14][7] | data_out_a[7] |
## flip-flops by register name, summed over array words and instances (netlist names)
signal / cells
data_out_a: 16
data_out_b: 16
dram: 256
## routing by layer
layer / up-vias / share of wire (%)
met4: 4 / 4.1
met3: 96 / 11
met5: - / 0.044
li1: 3952 / -
met1: 4668 / 34
met2: 403 / 51
## worst max-delay path: cells and delay by family
family	cells	cell delay (ns)
compound gates	1	0.31
simple gates	1	0.16
mux	1	0.57
buf+inv	3	1.50
## cell usage after synthesis, drive strengths merged
cell / n
edfxtp: 288
mux2: 256
mux4: 128
a22oi: 64
clkbuf: 53
buf: 51
nand2: 35
nor2: 12
o22ai: 9
nand2b: 7
o21ai: 6
nor2b: 5
nand3b: 4
and2: 2
nand3: 2
or3: 2
nor3b: 1
o21bai: 1
or2: 1
or3b: 1
## layout make-up
cell class / instances / area, µm² / area share, %
Clock inverter: 16 / 143 / 0.773
Multi-Input combinational cell: 536 / 6900 / 37.4
Clock buffer: 38 / 802 / 4.34
Sequential cell: 288 / 8650 / 46.9
Tap cell: 688 / 861 / 4.66
Timing Repair Buffer: 123 / 1100 / 5.98
Power is estimated from default activity; no workload was simulated.
